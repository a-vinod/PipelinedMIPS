File: /design/flow/run.sh
#!/bin/bash
# OpenROAD 26Q1-2900-gdf79404cd8, Yosys 0.63+post, stock flow scripts
make -C /OpenROAD-flow-scripts/flow DESIGN_CONFIG=/design/flow/config.mk WORK_HOME=/design/flow/orfs finish
File: /design/flow/config.mk
export PLATFORM = sky130hd
export DESIGN_NAME = hazard
export DESIGN_NICKNAME = hazard
export VERILOG_FILES = /design/flow/design.v
export SDC_FILE = /design/flow/constraint.sdc
export NUM_CORES = 4
export LEC_CHECK = 1
export CORE_AREA = 10 10 78 78
export DIE_AREA = 0 0 88 88
File: /design/flow/constraint.sdc
current_design hazard

set clk_period 2.6
set clk_io_pct 0.2

create_clock -name clk0 -period $clk_period

set non_clock_inputs [all_inputs -no_clocks]
set_input_delay [expr $clk_period * $clk_io_pct] -clock clk0 $non_clock_inputs
set_output_delay [expr $clk_period * $clk_io_pct] -clock clk0 [all_outputs]
File: /design/flow/design.v
module hazard(
    input [1:0] branchD,
	input jumpD, pcsrcD,
    input [3:0] wbsrcE, wbsrcM,
    input regwriteE, regwriteM, regwriteW, hitM, hitF,
    input multstartE, pve,
    input [4:0] rtD, rsD, rsE, rtE, writeregE, writeregW, writeregM,
    output stallF, stallD, flushE, stallE, stallM, stallW,
    output forwardAD, forwardBD,
    output [1:0] forwardAE, forwardBE
);
    forward fw(rtD, rsD, rsE, rtE, writeregE, writeregW, writeregM,regwriteE, regwriteM, regwriteW,forwardAD, forwardBD,forwardAE, forwardBE);
    stall st(branchD, jumpD, pcsrcD, wbsrcE, wbsrcM,regwriteE, regwriteM, regwriteW,hitM, hitF, rtD, rsD, rsE, rtE, writeregE, writeregW, writeregM,multstartE, pve, stallF, stallD, flushE, stallE, stallM, stallW);
endmodule
module forward(
    input [4:0] rtD, rsD, rsE, rtE, writeregE, writeregW, writeregM,
    input regwriteE, regwriteM, regwriteW, 
    output reg forwardAD, forwardBD,
    output reg [1:0] forwardAE, forwardBE
);
always@(*)
begin
    if((rsE != 0) && (regwriteM) && (rsE == writeregM))
        forwardAE <= 2'b10;
    else if((rsE != 0) && (regwriteW) && (rsE == writeregW))
        forwardAE <= 2'b01;
    else
        forwardAE <= 2'b00;
    if((rtE != 0) && (regwriteM) && (rtE == writeregM))
        forwardBE <= 2'b10;
    else if((rtE != 0) && (regwriteW) && (rtE == writeregW))
        forwardBE <= 2'b01;
    else
        forwardBE <= 2'b00;
    if((rsD != 0) && (regwriteM) && (rsD == writeregM))
        forwardAD <= 1;
    else
        forwardAD <= 0;
    if((rtD != 0) && (regwriteM) && (rtD == writeregM))
        forwardBD <= 1;
    else
        forwardBD <= 0;
end
endmodule
module stall(
    input [1:0] branchD,
	input jumpD, pcsrcD,
    input [3:0] wbsrcE, wbsrcM,
    input regwriteE, regwriteM, regwriteW, hitM, hitF,
    input [4:0] rtD, rsD, rsE, rtE, writeregE, writeregW, writeregM,
    input multstartE, pve,
    output reg stallF, stallD, flushE, stallE, stallM, stallW
);
wire d_cache_stall, i_cache_stall;
assign i_cache_stall = !hitF && !branchD[0] && !branchD[1] && !pcsrcD && !jumpD;
assign d_cache_stall = !hitM && wbsrcM[1:0] == 2'b11;
reg multplier, memory_loading;
always@(*)
begin
    stallF <= 0;
    stallD <= 0;
    flushE <= 0;
	stallE <= 0;
	stallM <= 0;
	stallW <= 0;
    if(((rsD == rtE) || (rtE == rtD)) && (wbsrcE == 4'b1111))  
    begin
        stallF <= 1;
        stallD <= 1;
        flushE <= 1;
    end
    if(hitF && (branchD != 2'b00) && ((regwriteE && ((rsD == writeregE) || (rtD == writeregE))) || ((wbsrcM[1:0] == 2'b11) && ((rsD == writeregM) || (rtD == writeregM)))))  
    begin
        stallF <= 1;
        stallD <= 1;
        flushE <= 1;
    end
    if((multstartE == 1))  
    begin
        stallF <= 1;
        stallD <= 1;
		if(!hitM && wbsrcM[1:0] == 2'b11) begin  
			stallE <= 1;
			stallM <= 1;
			stallW <= 1;
		end else
		flushE <= 1;
        multplier <= 1;
    end
    if((multplier == 1) && (pve == 0))  
    begin
        stallF <= 1;
        stallD <= 1;
        if(!hitM && wbsrcM[1:0] == 2'b11) begin
	        stallE <= 1;
	        stallM <= 1;
	        stallW <= 1;
        end else
		    flushE <= 1;
    end
    if((multplier == 1) && (pve == 1) && (multstartE != 1))  
    begin
        multplier <= 0;
    end
	if((i_cache_stall || d_cache_stall) && !multstartE)
	begin
        stallF <= 1;
        stallD <= 1;
        stallE <= 1;
        stallM <= 1;
        stallW <= 1;
	end
end
endmodule
==> flow_summary.ini <==
; physical design summary
[yosys]
ys_types = 28
numSynthFlops = 1
synth_area_um2 = 832.0
syn_area_per_cell_um2 = 7.564
synthCells = 110
yosysWarnings = 3
yosysCellCount = 110
ys_chip_area_um2 = 832.0

[floorplanning]
fp_util_pct = 18.85
die-area_um2 = 7744
die_x_um = 88
fp.dieH_um = 88
row_count = 24
core_region_area_um2 = 4414
io_pins = 66

[power]
leakage_nw = 0.7535
ir_drop_uv = 65.87
power_density_nw_per_um2 = 142.4

[final_layout]
lay_top_count = xnor2_1
fillers = 459
postLayoutCoreUtil_pct = 40.11
largestRegisters = st.multplier: 1 flops
drive_gt1_share_pct = 25.64
flop_area_um2 = 15.01
final_cell_mix = xnor2_1 (35), dlygate4sd2_1 (28), buf_4 (26)
largest_reg_flops = 1
top_register = st.multplier
area.growth.synth_to_final_pct = 112.8
comb_area_um2 = 835.8

[sta]
fmax_mhz = 400.3
period_needed_ns = 2.498
fin_crit_sh_pct = 96.07
worst_pin_slew_ns = 0.2597
setup_viol = 0
drv_slew = 0
unclocked_pins = 1
untimed_endpoints = 1
slew_headroom_pct = 82.52
rsz0062_at_grt = no
hold_violations = 0
fin_ws_ns = 0.1021

[route]
dr.pass1.iters = 4
drtIter0Drc = 25
avgRoutedWirePerCell_um = 14.00
wl_met3_um = 301
routed_via_density = 4.283
ant_nets = 0
met2_wirelength_mm = 1.551
drc = 0
antenna_cells = 0
drt_wl_total_mm = 3.457
met1_length_mm = 1.604
via_count = 1058
highest_layer = met3

[hold_path]
worstHoldPathType = in2out

[global_route]
gr-total-overflow = 0
grt_max_degree = 6
grt_antenna_before_repair = 0
grt_pass1_wl_mm = 5.457
grt_use_total_pct = 8.537
grt_pass1_vias = 1168

[run_status]
run_status = completed

[critical_path]
worst-setup-path-type = in2out
cp_max_fo = 2
critPathCaptureType = output port
cp_top_family = simple AND/OR/NAND/NOR gates
startpoint_type = input port
crit_path_cell_trace = clkdlybuf4s50_1 > or4_4 > nor2_4 > nor4_2 > nor4_1 > buf_2
crit_path_top_delay_cell = or4_4
critPathBufInv = 2
cp.arrival_ns = 1.98
crit_path_max_incr_delay_ns = 0.44
required_ns = 2.08

[place]
port_buffers = 64
dpl.hpwl_mm = 3.057
pre_cts_slack_ns = -0.4303
gp_congestion = 0.8120

[job]
warnings = 35
drv_cap = 0

[clock_network]
cts.hold.buffers_added = 0
==> final timing paths <==
kind | startpoint | to | cells past startpoint
worst min-delay path | rtE[1] | forwardBE[0] | 6
worst max-delay path | rsE[1] | forwardAE[0] | 6
==> cell families (layout without fill, tap and decap cells) <==
| kind of cell | count (synthesis) | count (layout) | share of synthesized area [%] |
|---|---|---|---|
| simple gates | 39 | 39 | 30.98 |
| latches | 1 | 1 | 1.804 |
| xor+xnor | 50 | 50 | 52.63 |
| compound gates | 10 | 10 | 7.520 |
| buf+inv | 10 | 95 | 7.067 |
==> per-stage QoR <==
step / hold WS [ns] / TNS, ns / total power, W / instances / cell area [um2]
after global placement: 2.017 / -3.753 / 0.0002518 / 244 / 1689
after detailed placement: 2.002 / -3.815 / 0.0002539 / 244 / 1689
after floorplan: 1.104 / 0 / 0.0001006 / 110 / 832.0
after CTS: 1.693 / -0.08445 / 0.0002484 / 247 / 1712
final: 1.641 / 0 / 0.0002522 / 247 / 1770
after global routing: 1.683 / 0 / 0.0002750 / 247 / 1770
==> synthesized netlist by cell type <==
master / instances / share of area (%)
a21oi_1: 2 / 1.2
a31oi_1: 1 / 0.75
and3_1: 2 / 1.5
buf_2: 2 / 1.2
buf_4: 3 / 2.7
buf_6: 1 / 1.4
clkbuf_1: 4 / 1.8
dlxtn_1: 1 / 1.8
nand2_1: 3 / 1.4
nand3_1: 6 / 3.6
nand3b_1: 2 / 1.8
nand4_1: 6 / 4.5
nor2_1: 2 / 0.90
nor2_4: 1 / 1.4
nor2b_1: 1 / 0.75
nor3_1: 1 / 0.60
nor4_1: 5 / 3.8
nor4_2: 2 / 3.0
o2111a_1: 1 / 1.4
o21ai_0: 4 / 2.4
o22ai_1: 1 / 0.75
o32ai_1: 1 / 1.1
or2_0: 1 / 0.75
or3b_1: 2 / 2.1
or4_1: 4 / 3.6
or4_4: 1 / 1.4
xnor2_1: 36 / 38
xor2_1: 14 / 15
==> routing by layer <==
| layer | up-vias | global-route usage (%) |
|---|---|---|
| met5 | - | 0 |
| met4 | 0 | 0 |
| met3 | 0 | 2.339 |
| met2 | 42 | 14.42 |
| met1 | 458 | 11.25 |
| li1 | 558 | - |
==> power by group <==
part	leakage (nW)	switching, W	internal, W
registers	0.00836	0.000000251	0.00000105
clock network	0	0	0
logic	0.745	0.0000983	0.000153
==> what timing repair did <==
action | 4_1_cts | 5_1_grt
endpoints found under the hold margin | 0 | 0
setup buffers | 4 | 0
pin swaps | 14 | 6
gates resized | 53 | 17
endpoints found under the setup margin | 12 | 6
==> layout make-up <==
type | count | share of cell area (%)
multi-input combinational | 99 | 47.21
timing repair buffer | 95 | 48.27
tap | 52 | 3.675
sequential | 1 | 0.8481
No activity file was given, so power comes from the tool's default toggle rates.
