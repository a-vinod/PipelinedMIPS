==> ./design.v <==
module decode(input         clk, reset, stallD,
              input  [31:0] instrF, pcplus4F,
              input         forwardAD, forwardBD,
              input  [4:0]  writeregW,
              input  [31:0] resultW, aluoutM,
              input         regwriteW,
              output [31:0] pcplus4D, pcbranchD,
              output [1:0]  branchD, alusrcD,
              output [3:0]  wbsrcD,
              output [2:0]  alucontrolD,
              output [4:0]  rsD, rtD, reD,
              output [31:0] signimmD, unsignimmD,
              output        multstartD, multsgnD, regwriteD, memwriteD, regdstD, jumpD, pcsrcD,
              output [31:0] rd1d, rd2d,
              output [27:0] jumpdstD);
    reg [31:0] instrD, pcplus4D_;
    wire [1:0] clear;  
    assign clear[1] = jumpD;
    assign clear[0] = branchD[0] | branchD[1];
    controller c(instrD[31:26], instrD[5:0],
                   multstartD, multsgnD,
                   branchD, wbsrcD, memwriteD,
                   alusrcD, regdstD, regwriteD, jumpD,
                   alucontrolD);
    wire [31:0] rd1, rd2;
    regfile rf(clk, regwriteW, reset, instrD[25:21], instrD[20:16], writeregW, resultW, rd1, rd2);
    assign rsD = instrD[25:21];
    assign rtD = instrD[20:16];
    assign reD = instrD[15:11];
    signext se(instrD[15:0], signimmD);
    unsignext tuse(instrD[15:0], unsignimmD);
    wire [31:0] shiftedsignimm;
    sl2 immsh(signimmD, shiftedsignimm);
    adderD pcaddD(pcplus4D_, shiftedsignimm, pcbranchD); 
    mux2 #(32) mux1D(rd1, aluoutM, forwardAD, rd1d);
    mux2 #(32) mux2D(rd2, aluoutM, forwardBD, rd2d);
    branchComparison bc(rd1d,rd2d,branchD,pcsrcD); 
    assign jumpdstD = instrD[25:0] << 2;
    assign pcplus4D = pcplus4D_;
    reg stall_and_flush;
    always @ (posedge clk, posedge reset) begin 
	    if (reset || (pcsrcD && clear!=0 && !stallD)) begin
		    instrD <= 32'b0;
		    pcplus4D_ <= 32'b0;
	    end else if (!stallD) begin
		    instrD <= instrF;
		    pcplus4D_ <= pcplus4F;
	    end
    end
endmodule
module controller(input   [5:0] opD, functD,
                  output        multstartD, multsgnD,
                  output  [1:0] branchD,
                  output  [3:0] wbsrcD,   
                  output        memwriteD,
                  output  [1:0] alusrcD,  
                  output        regdstD, regwriteD,
                  output        jumpD,
                  output  [2:0] alucontrolD);
reg [16:0] controls;
assign {regwriteD, wbsrcD, memwriteD, alucontrolD, alusrcD, regdstD, branchD, jumpD, multstartD, multsgnD} = controls;
always@(*)
begin
    if(opD==6'b000000)  
        begin
            case(functD)
                6'b000000: controls <= 17'b00000000000000000;  
                6'b100000: controls <= 17'b11110001000100000;  
                6'b100010: controls <= 17'b11110010100100000;  
                6'b100100: controls <= 17'b11110000000100000;  
                6'b100101: controls <= 17'b11110000100100000;  
                6'b100110: controls <= 17'b11110001100100000;  
                6'b100111: controls <= 17'b11110010000100000;  
                6'b101010: controls <= 17'b11110011000100000;  
                6'b011000: controls <= 17'b01110000000000011;  
                6'b011001: controls <= 17'b01110000000000010;  
                6'b010010: controls <= 17'b11010000000100000;  
                6'b010000: controls <= 17'b10110000000100000;  
            endcase
        end
    else
        begin
            case(opD) 
                6'b001000: controls <= 17'b11110001001000000;  
                6'b001100: controls <= 17'b11110000010000000;  
                6'b001101: controls <= 17'b11110000110000000;  
                6'b001110: controls <= 17'b11110001110000000;  
                6'b001010: controls <= 17'b11110011001000000;  
                6'b100011: controls <= 17'b11111001001000000;  
                6'b101011: controls <= 17'b01110101001000000;  
                6'b001111: controls <= 17'b11110011101000000;  
                6'b000011: controls <= 17'b10000000000000100;  
                6'b000101: controls <= 17'b01110011000010000;  
                6'b000100: controls <= 17'b01110011000001000;  
                default: controls <= 17'bxxxxxxxxxxxxxxxx;  
            endcase
        end    
end
endmodule
module regfile(input clk,
               input we3, rst,
               input [4:0] a1, a2, wa3,
               input [31:0] wd3,
               output [31:0] rd1, rd2);
    reg [31:0] rf[31:0];
    always @ (negedge clk)
        if (we3==1 && wa3 != 0) 
            rf[wa3] <= wd3;
    assign rd1 = (a1 != 0) ? rf[a1] : 0;
    assign rd2 = (a2 != 0) ? rf[a2] : 0;
endmodule
module signext (input [15:0] a,  
output [31:0] y);
    assign y = {{16{a[15]}}, a};
endmodule
module unsignext (input [15:0] a,  
output [31:0] y);
    wire e;
    assign e = 0;
    assign y = {{16{e}}, a};
endmodule
module adderD (input [31:0] a, b,
output [31:0] y);
    assign y = a + b;
endmodule
module sl2 (input [31:0] a,
output [31:0] y);
    assign y = a<<2;
endmodule
module branchComparison (   
input [31:0] SRCA, SRCB,
input [1:0] OP,
output reg COMP
);
always@(*)
begin
  if(OP == 2'b10 && SRCA != SRCB)  
    COMP <= 1;
  else if(OP == 2'b01 &&  SRCA == SRCB) 
    COMP <= 1;
  else
    COMP <= 0;
end
endmodule
==> ./run.sh <==
#!/bin/bash
# OpenROAD 26Q1-2900-gdf79404cd8, Yosys 0.63+post, stock flow scripts
make -C /OpenROAD-flow-scripts/flow DESIGN_CONFIG=/design/flow/config.mk WORK_HOME=/design/flow/orfs finish
==> ./config.mk <==
export PLATFORM = sky130hd
export DESIGN_NAME = regfile
export DESIGN_NICKNAME = regfile
export VERILOG_FILES = /design/flow/design.v
export SDC_FILE = /design/flow/constraint.sdc
export NUM_CORES = 4
export LEC_CHECK = 1
export CORE_UTILIZATION = 30
==> ./constraint.sdc <==
current_design regfile

set clk_period 8.8
set clk_io_pct 0.2

create_clock -name clk0 -period $clk_period [get_ports {clk}]

set non_clock_inputs [all_inputs -no_clocks]
set_input_delay [expr $clk_period * $clk_io_pct] -clock clk0 $non_clock_inputs
set_output_delay [expr $clk_period * $clk_io_pct] -clock clk0 [all_outputs]
==> flow_summary.json <==
{
  "status": "finished, violations left",
  "failed_checks": "setup timing",
  "hold_ws_ns": 4.31,
  "clock_tree_from_tritoncts": "done",
  "cts-hold-fix-buffers": 0,
  "critPathKind": "register to primary output",
  "first_pass_detailed_route_iteration_total": 5,
  "synthesis.yosys.warnings": 1,
  "totalWireLength_mm": 150,
  "finalHoldViolCount": 0,
  "grt_pass1_wl_mm": 218,
  "pleak_nw": 23.3,
  "postLayoutCellArea_mm2": 0.0608,
  "critical_path_peak_fanout": 2,
  "syn-instance-count": 2281,
  "synthDistinctLibCells": 36,
  "syn_area_mm2": 0.0470,
  "vdd.ir_drop.worst_mv": 0.148,
  "largest-register": "rf",
  "gp_congestion": 0.838,
  "power.sequential.fraction_pct": 42.2,
  "final.setup.worst_slack_ns": -0.0563,
  "largest_registers": "rf: 1024 flops",
  "timing.critical_path.from_type": "register",
  "initialDrtViolationCount": 1682,
  "ys_cells": 2281,
  "max_slew_margin_pct": 21.4,
  "clock_slew_seen_by_the_registers_of_the_worst_setup_and_hold_paths_ns": 0.03,
  "cts.path.max_buffers": 3,
  "synth_flop_count": 1024,
  "die_area_mm2": 0.158,
  "std_cell_rows": 144,
  "cts_made_buffers": 115,
  "synth-async-reset-ratio_pct": 0,
  "buffers_on_ports": 112,
  "routed_wire_length_per_instance_um": 26.5,
  "data_arrival_time_of_the_worst_path_ns": 7.10,
  "postLayoutCoreUtil_pct": 39.3,
  "clock-sinks": 1024,
  "largest_reg_flops": 1024,
  "boundaryPins": 114,
  "final-setup-viol-count": 4,
  "max_cap_violations": 0,
  "slew_viol_final": 0,
  "grt_antenna_before_repair": 9,
  "grt_setup_unrepaired": "yes",
  "comb_power_share_pct": 8.1,
  "seq_area_frac_synth_pct": 65.4,
  "core_area_mm2": 0.155,
  "die_width_um": 398,
  "logic_area_mm2": 0.0171,
  "switching_share_pct": 28.4,
  "clk_root_buffer_cell": "sky130_fd_sc_hd__clkbuf_16",
  "fp-utilization_pct": 30.4,
  "worst-endpoint-required_ns": 7.04,
  "timing_worst_slew_pin_value_ns": 1.18,
  "die_h_um": 398,
  "edf_count": 1024,
  "yosys_area_mm2": 0.0470,
  "total_switching_power_w": 0.00371,
  "n_fill_cell": 13300,
  "via_count": 29600,
  "power_per_cell_area_mw_per_mm2": 215,
  "cts-htree-levels": 3,
  "min-delay-path-class": "input pin to primary output",
  "grt_overflow_total": 0,
  "final_layout_size_suffix_gt1_share_pct": 29.3,
  "place_hpwl_mm": 84.2,
  "grt_start_max_net_pins": 81,
  "flop_area_mm2": 0.0307,
  "final_routed_drc_violation_total": 0,
  "tool_warnings": 1030,
  "setup.worst_path.end_class": "primary output",
  "grt_util_all_layers_pct": 20.6,
  "syn2layout_area_growth_pct": 29.4,
  "place_area_mm2": 0.0517,
  "internal_power_w": 0.00937,
  "pwr-share-clk_pct": 49.7,
  "postSynthAreaPerCell_um2": 20.6,
  "synth_top_flop_cell": "sky130_fd_sc_hd__edfxtp_1",
  "post_drt_antenna_nets": 0,
  "post_drt_via_cell_ratio": 5.22,
  "number_of_global_route_vias_before_repair": 35700
}
## cells in the final DEF (no fill, tap or decap), drive strengths merged, types with 22 or more instances in the layout
cell,instances
inv,1073
mux2i,146
clkbuf,123
conb,32
o22ai,83
clkdlybuf4s50,43
a211oi,36
mux4,471
clkdlybuf4s15,22
nor2,37
a2111oi,32
a22o,51
edfxtp,1024
clkinvlp,22
nor3,55
buf,175
o221ai,29
mux2,37
## power by group through the flow
stage / clock, W / combinational [W] / sequential (W)
after CTS: 0.00671 / 0.00106 / 0.00551
after global routing: 0.00725 / 0.00114 / 0.00551
final: 0.00650 / 0.00107 / 0.00552
## cell usage after synthesis (all sizes together) (7+ instances only)
cell,number,area [um2]
nor2b,16,100
nor2,37,139
a22o,51,447
o221ai,29,254
o22ai,83,519
a211oi,36,270
a22oi,12,90.1
mux2,37,417
edfxtp,1024,30700
a2111oi,32,280
clkbuf,84,315
mux4,471,10600
nor3,55,275
nand3b,7,52.6
nand2,9,33.8
buf,105,663
mux2i,146,1460
## area by class of cell
type                            instances  area share (%)
Antenna cell                            1         0.00411
Clock buffer                          117            4.81
Clock inverter                       1114            7.71
Inverter                                1         0.00617
Multi-Input combinational cell       1097            28.2
Sequential cell                      1024            50.6
Tap cell                             2044            4.21
Timing Repair Buffer                  270            4.53
## cell families after synthesis
logic type	share of synthesized area, %
AND/OR/NAND/NOR	1.69
buffers and inverters	2.10
flip-flops	65.4
AND-OR/OR-AND	4.21
other	0.00798
multiplexers	26.6
## worst max-delay path, cell delays in order, from the launching register on
cell and delay [ns]:
sky130_fd_sc_hd__edfxtp_1 0.38, sky130_fd_sc_hd__mux4_2 0.47, sky130_fd_sc_hd__a22o_1 0.30, sky130_fd_sc_hd__a2111oi_4 0.30, sky130_fd_sc_hd__nor3_2 0.11, sky130_fd_sc_hd__clkdlybuf4s50_1 0.44
## repair_timing
action	CTS	global route
endpoints found under the setup margin	64	49
pin swaps	70	36
setup buffers	18	8
resized	298	69
## metal layers
| metal | vias to the layer above | wire length (um) | track usage (%) | part of all wire (%) |
|---|---|---|---|---|
| li1 | 12600 | - | - | - |
| met1 | 14500 | 43800 | 18.6 | 29 |
| met2 | 2226 | 73300 | 30.6 | 49 |
| met3 | 303 | 27600 | 19.1 | 18 |
| met4 | 22 | 5060 | 8.85 | 3.4 |
| met5 | - | 514 | 2.06 | 0.34 |
## metrics by stage
step | total power [W] | setup TNS, ns | cells | setup slack [ns]
floorplan | 0.00679 | 0 | 2312 | 0.220
global placement | 0.00723 | 0 | 4424 | 0.156
detailed placement | 0.00725 | 0 | 4424 | 0.0960
CTS | 0.0133 | -1.01 | 5659 | -0.163
global route | 0.0139 | -0.687 | 5667 | -0.139
finish | 0.0131 | -0.0778 | 5668 | -0.0563
## path summary, 6_finish.rpt
path / start / end / slack [ns] / depth (start not counted)
worst max-delay path: rf[15][12] / rd2[12] / -0.06 / 5
worst min-delay path: a1[0] / rd1[4] / 4.31 / 5
No activity file was given, so power comes from the tool's default toggle rates.
