$ cat flow/design.v
module writeback(input         clk, rst, stallW,
                 input         jumpM, RegWriteM,
                 input  [3:0]  MemtoRegM,
                 input  [4:0]  WriteRegM,
                 input  [31:0] ReadDataM, ALUMultOutM, PCPlus8M,
                 input         PCSrcD, jumpD,
				 input  [1:0]  branchD,
                 input  [27:0] jumpDstD,
                 input  [31:0] PCPlus4F, PCBranchD,
                 output        RegWriteW,
                 output [4:0]  WriteRegW,
		         output [31:0] ResultW,
                 output [31:0] PC);
	reg        jumpM_, RegWriteM_;
    reg [3:0]  MemtoRegM_;
    reg [4:0]  WriteRegM_;
    reg [31:0] ReadDataM_, ALUMultOutM_, PCPlus8M_;
	assign RegWriteW = RegWriteM_;
	assign WriteRegW = jumpM_        ?  (5'b11111) : (WriteRegM_);
	assign ResultW = MemtoRegM_[1]   ? (MemtoRegM_[0] ? (ReadDataM_) : (ALUMultOutM_)) : (PCPlus8M_);
	assign PC = jumpD ? {PCPlus4F[31:28], jumpDstD} : (PCSrcD ? PCBranchD: PCPlus4F);
    always @ (posedge clk, posedge rst) begin
		if (rst) begin
			RegWriteM_ <= 0;
		end else if (!stallW) begin
			RegWriteM_ <= RegWriteM;
			jumpM_ <= jumpM;
			WriteRegM_ <= WriteRegM;
			MemtoRegM_ <= MemtoRegM;
			ReadDataM_ <= ReadDataM;
			ALUMultOutM_ <= ALUMultOutM;
			PCPlus8M_ <= PCPlus8M;
		end
    end
endmodule
$ cat flow/run.sh
#!/bin/bash
# OpenROAD 26Q1-2900-gdf79404cd8, Yosys 0.63+post, stock flow scripts
make -C /OpenROAD-flow-scripts/flow DESIGN_CONFIG=/design/flow/config.mk WORK_HOME=/design/flow/orfs finish
$ cat flow/config.mk
export PLATFORM = sky130hd
export DESIGN_NAME = writeback
export DESIGN_NICKNAME = writeback
export VERILOG_FILES = /design/flow/design.v
export SDC_FILE = /design/flow/constraint.sdc
export NUM_CORES = 4
export LEC_CHECK = 1
export CORE_AREA = 10 10 173 173
export DIE_AREA = 0 0 183 183
$ cat flow/constraint.sdc
current_design writeback

set clk_period 2.8
set clk_io_pct 0.2

create_clock -name clk0 -period $clk_period [get_ports {clk}]

set non_clock_inputs [all_inputs -no_clocks]
set_input_delay [expr $clk_period * $clk_io_pct] -clock clk0 $non_clock_inputs
set_output_delay [expr $clk_period * $clk_io_pct] -clock clk0 [all_outputs]
==> impl_metrics.yaml <==
# physical design summary
final_layout:
  area_growth_pct: 75.0
  final_cells: 931
  drive_gt1_frac: 0.0672
  final_util: 0.303
  fillers: 2610
floorplanning:
  rows: 59
  core_um2: 26100
  dieHeight_um: 183
  floorplan.core_util: 0.173
  die-area_um2: 33500
  dieWidth_um: 183
  ios: 276
flow_run:
  maxCapViolations: 0
  tool_warnings: 29
yosys:
  syn_area_um2: 4530
  edf_count: 104
  yosys-top-cells-count: "edfxtp_1, mux2i_1, nor2_1"
  yosys_warnings: 1
  ys_chip_area_um2: 4530
  syn_inst: 318
  ys_seq_frac: 0.695
  synthArstFlopShare: 0.00952
  ys.flops: 105
  top_cells_by_area: "edfxtp_1, mux2i_1, a21oi_1"
  ys.flop_type: "edfxtp_1"
  top_cell_area_share: 0.689
  synth_top_cell_by_count: "edfxtp_1"
  postSynthAreaPerCell_um2: 14.2
  ys_cells: 318
  ys_types: 18
  synth_top_cell_by_area: "edfxtp_1"
placement:
  place_inst: 914
  place.gp.congestion: 0.838
  portBuffers: 271
  dp_hpwl_um: 11900
global_route:
  grt_start_max_net_pins: 59
  grt_pass1_wl_um: 21600
  antenna_found_initial: 4
  grt_pass1_vias: 3676
  grt.total_usage: 0.0856
  overflow: 0
routing:
  vias_per_cell: 3.71
  routed_wl_um: 14900
  drt-initial-drc-count: 61
  post_drt_wl_per_cell_um: 16.0
  dr.pass1.iters: 4
  postRouteAntennaNets: 0
  drc: 0
  vias: 3453
critical_path:
  worstPathArrival_ps: 1980
  crit_type: "flop to output port"
  crit_top_cell: "buf_4"
  critPathBufInv: 3
  cp_slowest_cell: "clkdlybuf4s50_1"
  cpPeakStageDelay_ps: 500
  cp_max_fo: 14
  r2r_start: "RegWriteM_$_DFFE_PP0N_"
  regToRegEndpoint: "RegWriteM_$_DFFE_PP0N_"
  worstSetupEndpointType: "output port"
  worstSetupStartpointType: "flop"
  cp_top_family: "buffers and inverters"
  regToRegSetupSlack_ps: 2050
  r2r_cells: 1
  cp.required_ps: 2240
  cp_cell_sequence: "buf_4 -> buf_4 -> mux2i_1 -> a21oi_1 -> clkdlybuf4s50_1"
final_timing:
  fin_skew_ps: 0
  finalClockPeriodUsage: 0.906
  fin_crit_ps: 2540
  setup_viol_count_final: 0
  slew_violations: 0
  max-slew-margin-rel: 0.695
  fmax_mhz: 394
  setup_tns_ps: 0
  tightest_slew_ps: 457
  rsz0062_at_grt: "false"
  hold_viol_final: 0
pwr:
  p_per_area_nw_per_um2: 487
  power.static_leakage_nw: 2.86
  ir_drop_uv: 382
  total_power_mw: 3.86
status:
  status: "finished, final reports clean"
clocking:
  post-cts-setup-buffer-count: 0
  cts_resized: 0
  htree_levels: 3
  root_buffer: "clkbuf_16"
  clk_path_buf_depth: 2
  clkLatencyLatePin_ps: 340
  cts_num_sinks: 105
  cts_tree: "built"
  cts_buffers: 9
  cts_hold_buf: 0
  clk_pin_slew_ps: 70
worst_hold_path:
  hold_path.class: "input port to async pin"
stage by stage:
| step | hold WS [ps] | instance area (µm²) | worst slack, ps |
|---|---|---|---|
| after global placement | 488 | 7620 | 335 |
| final | 430 | 7930 | 262 |
| after detailed placement | 504 | 7620 | 348 |
| after floorplan | 289 | 4540 | 289 |
| after global routing | 435 | 7920 | 133 |
| after CTS | 418 | 7920 | 187 |
worst max-delay path by stage:
stage                                    from          end  slack [ps]  depth (start not counted)
final                 MemtoRegM_[0]$_DFFE_PP_  ResultW[29]         260                          5
after global routing  MemtoRegM_[0]$_DFFE_PP_  ResultW[28]         130                          5
after CTS             MemtoRegM_[0]$_DFFE_PP_  ResultW[29]         190                          5
cell families (layout without fill, tap and decap cells):
family | Yosys count | after routing | share of synthesized area
buffers and inverters | 21 | 298 | 0.0345
and+or+nand+nor | 67 | 67 | 0.0594
AOI/OAI and AO/OA | 60 | 60 | 0.0663
other | 0 | 1 | 0
muxes | 65 | 65 | 0.145
DFF | 105 | 105 | 0.695
report_power, final:
part | internal [mW] | switching [mW] | total [mW] | leakage [nW]
Combinational | 0.496 | 0.216 | 0.712 | 1.73
Clock | 0.639 | 0.640 | 1.28 | 0.149
Sequential | 1.84 | 0.0237 | 1.87 | 0.988
Total | 2.98 | 0.879 | 3.86 | 2.86
cell usage in the layout (no fill, tap or decap), types with 3 or more instances in the layout:
cell type,n
clkbuf_16,9
o21ai_0,8
buf_4,7
edfxtp_1,104
mux2_2,5
mux2i_1,60
nand2_1,28
inv_6,4
o21ai_1,20
a21oi_1,32
clkdlybuf4s50_1,269
buf_12,3
or2_2,5
nor2_1,32
routing by layer:
layer / up-vias / global-route usage / share of wire
li1: 1726 / - / -
met1: 1482 / 0.0961 / 0.38
met2: 226 / 0.133 / 0.42
met3: 13 / 0.0661 / 0.19
met4: 6 / 0.00656 / 0.0082
met5: - / 0 / 0.0031
registers in the layout, summed over array words and instances, names as in the netlist:
register	count
PCPlus8M_	32
jumpM_	1
ReadDataM_	32
ALUMultOutM_	32
WriteRegM_	5
MemtoRegM_	2
RegWriteM_	1
layout make-up:
cell class	instances	area (µm²)	share of cell area
well taps	335	419	0.0529
flip-flops and latches	105	3150	0.397
clock buffers	9	225	0.0284
clock inverters	7	78.8	0.00994
inverters	1	3.75	0.000474
multi-input cells	192	1230	0.156
diodes	1	2.50	0.000316
repair buffers	281	2820	0.355
No activity file was given, so power comes from the tool's default toggle rates.
